## config.mk

```make
export PLATFORM = sky130hd
export DESIGN_NAME = reciever_prefix
export DESIGN_NICKNAME = reciever_prefix
export VERILOG_FILES = /design/flow/design.v
export SDC_FILE = /design/flow/constraint.sdc
export NUM_CORES = 4
export LEC_CHECK = 1
export CORE_AREA = 10 10 75 75
export DIE_AREA = 0 0 85 85
```

## constraint.sdc

```tcl
current_design reciever_prefix

set clk_period 1.8
set clk_io_pct 0.2

create_clock -name clk0 -period $clk_period [get_ports {i_clk}]

set non_clock_inputs [all_inputs -no_clocks]
set_input_delay [expr $clk_period * $clk_io_pct] -clock clk0 $non_clock_inputs
set_output_delay [expr $clk_period * $clk_io_pct] -clock clk0 [all_outputs]
```

## design.v

```verilog
module reciever_prefix  (
	input	logic 	i_clk,		 
	input	logic	i_reset,     
	input	logic	i_rx_in,	 
	input   logic   i_rx_valid,  
	input   logic   i_clear,     
	output	logic	o_busy,      
	output	logic	o_done,      
	output  logic	o_fail,      
	output	logic 	o_word_type,  
	output 	logic 	o_data_bit    
);
    localparam int unsigned BUFFER_WIDTH = 8;
    localparam int unsigned IDX_SIZE = $clog2(BUFFER_WIDTH + 1);
    localparam logic [IDX_SIZE-1:0] IDX_MAX = IDX_SIZE'(BUFFER_WIDTH);
    logic [BUFFER_WIDTH-1:0] buffer = '0;
    logic [IDX_SIZE-1:0]     idx    = '0;
    logic [5:0] sync_pattern;   
    logic [1:0] data_bits;      
    assign sync_pattern = buffer[7:2];
    assign data_bits    = buffer[1:0];
    logic is_cmd_sync;
    logic is_data_sync;
    logic is_valid_data_bits;
    assign is_cmd_sync        = (sync_pattern == 6'b111_000);
    assign is_data_sync       = (sync_pattern == 6'b000_111);
    assign is_valid_data_bits = (data_bits == 2'b01) || (data_bits == 2'b10);
    always_ff @(posedge i_clk or posedge i_reset) begin
        if (i_reset) begin
            buffer <= '0;
            idx    <= '0;
        end
        else if (i_clear) begin
            buffer <= '0;
            idx    <= '0;
        end
        else if (i_rx_valid) begin
            buffer <= {buffer[BUFFER_WIDTH-2:0], i_rx_in};
            idx    <= idx + 1'b1;
        end
    end
    assign o_word_type = is_data_sync;               
    assign o_data_bit  = data_bits[1];               
    assign o_fail      = o_done && !((is_cmd_sync || is_data_sync) && is_valid_data_bits);
    assign o_busy = (idx < IDX_MAX);
    assign o_done = (idx == IDX_MAX);
endmodule 
```

## run.sh

```bash
#!/bin/bash
# OpenROAD 26Q1-2900-gdf79404cd8, Yosys 0.63+post, stock flow scripts
make -C /OpenROAD-flow-scripts/flow DESIGN_CONFIG=/design/flow/config.mk WORK_HOME=/design/flow/orfs finish
```

==> run summary <==
impl run done, here's what came out: row cnt=23, RSZ-0062 raised after global routing=true, final-report hold violation count=0, worst reg-to-reg setup slack=roughly 0.67 ns, First-pass DRT Iterations=4, DRC errors left=0, Slew @ Worst Pin=about 0.45 ns, kind of launch point of the worst setup path=flip-flop, total clock buffers created by CTS=3, critical register-to-register path startpoint=idx[0], fp_density=14.3%, crit-path max FO=2, CP Class=reg -> out, routed vias/inst=~3.5, Comb pwr share=9.5%, HPWL after detailed placement=865 um, number of max-cap violations=0, leakage dissipation=0.000411 uW, Net Switching=approximately 120 uW, reg-to-reg endpoint=idx[2], maximum frequency from static timing analysis=around 570 MHz, yosys stat cell total=between 50 and 60, worst supply voltage drop on vdd=197 uV, Slew headroom=between 60% and 70%, post-synthesis instance total=53, number of cells traversed by the worst register-to-register path=5, Max-area cell share=51.7%, Area growth, synth to finish=47.4%, routability cong.=0.833, worst path setup slack after routing=0.0332 ns, pin count of the biggest net entering global routing=13, post-DR wirelength/cell=9.70 um, share of power burned in the clock network=45.1%, switching power as a share of total power=19.8%, number of buffers inserted by hold repair at cts=0, final period utilization=between 90% and 100%, Placeable Area=roughly 0.004 sq mm, proportion of layout cells with a drive suffix above 1=24.7%, fin crit period=~1.8 ns, count of routing violations after the opening detailed-route iteration=35, warning total across the stage logs=28, clock network latency to the later pin of the worst-skew pair=0.23 ns, Remaining Overflow, GRT=0, yosys stat chip area=just under 600 sq um, I/O pin total=10, worst endpoint required time=1.44 ns, overall global routing resource usage=3.31%, H-tree levels=1, worst slack after detailed placement=-0.00233 ns, clock slew seen by the registers of the worst setup and hold paths=around 0.050 ns, Die X=85 um, CTS tree=done, fraction of the yosys area taken by sequential cells=51.7%, Die Area=slightly above 0.007 sq mm, count of antenna diodes in the layout=0, worst hold path class=in -> async, count of port buffers added during placement=9, maximum buffer depth of the clock tree=2, number of max-slew violations in the final report=0, Power Dens Cells=729 mW/mm^2, Mapped Area=581 sq um, warnings from Yosys=1, result of the run=finished clean, flip-flop and latch count after synthesis=12, clock tree sinks=12, Post-DRT Antenna Nets=0, post-route clock skew=0.00254 ns, count of different cell masters after synthesis=17, antenna violations before repair=0, total length of routed wires=about 1200 um, Avg Cell Area, Syn=roughly 11 sq um, number of global-route vias before repair=448, internal power=between 500 and 600 uW, first-pass GRT wire length=2040 um, worst path arrival time=between 1 and 1.5 ns, Top cells by area=dfrtp_1 52%, mux2i_1 16%, nor2_1 7.8%, via total after detailed routing=426, Final Hold Slack=between 0.4 and 0.5 ns, largest area contributor in the netlist=dfrtp_1, capturing element type of the critical path=output port, power share of the sequential group=a little under half, vertical extent of the die=85 um, final-report setup violation count=0, Clock Root Buffer=clkbuf_8
==> placed cells by master, fill, tap and decap left out <==
cell / synthesis / routed
nand4b_1: 1 / 1
xnor2_1: 3 / 3
clkbuf_8: 0 / 4
buf_4: 1 / 9
nor2_1: 12 / 12
dlygate4sd2_1: 0 / 1
mux2i_1: 9 / 9
clkdlybuf4s15_1: 0 / 1
nor4b_2: 0 / 1
buf_2: 0 / 1
nor3_2: 1 / 1
o21a_1: 1 / 1
nand4_1: 1 / 1
clkdlybuf4s50_1: 0 / 6
dfrtp_1: 12 / 12
nor3b_2: 0 / 1
ha_1: 2 / 2
xor2_1: 1 / 1
inv_1: 4 / 4
nand2_1: 1 / 1
a31oi_2: 0 / 1
==> registers in the layout (all words and copies together), names as in the netlist <==
| register | flops |
|---|---|
| buffer | 8 |
| idx | 4 |
==> layout make-up <==
class,count,area [sq um]
flip-flops and latches,12,300
repair buffers,18,151
fillers,420,3200
well taps,50,62.6
inverters,4,15.0
multi-input cells,35,272
clock buffers,4,55.1
==> cell families (layout without fill, tap and decap cells) <==
family / Yosys count / in the layout / share of synthesized area [%]
buffers and inverters: 6 / 26 / 4.52
XOR/XNOR: 4 / 4 / 6.04
adder cells (fa/ha/maj): 2 / 2 / 4.31
AND/OR/NAND/NOR: 18 / 18 / 15.5
multiplexers: 9 / 9 / 15.5
AND-OR/OR-AND: 2 / 2 / 2.37
flip-flops: 12 / 12 / 51.7
==> critical path, stage by stage (launching register included) <==
cell,delay [ns]
dfrtp_1,0.38
nand4b_1,0.19
nor3_2,0.16
buf_4,0.14
a31oi_2,0.03
o21a_1,0.17
buf_2,0.11
==> cell usage after synthesis <==
cell type and count:
dfrtp_1 12, clkbuf_1 1, xor2_1 1, nor3b_1 1, inv_1 4, nand4_1 1
o21a_1 1, nor4b_1 1, mux2i_1 9, buf_4 1, nand4b_1 1, nor3_2 1
nand2_1 1, ha_1 2, nor2_1 12, a31oi_1 1, xnor2_1 3
==> power by group through the flow <==
stage	Sequential, uW	Combinational [uW]	Clock [uW]
4_1_cts	283	60.5	289
5_1_grt	284	67.8	307
6_report	283	59.3	282
==> per-layer routing <==
| layer | vias to the layer above | GRT usage, % | wire [um] |
|---|---|---|---|
| met5 | - | 0 | 0 |
| met4 | 0 | 0.299 | 0 |
| met3 | 0 | 2.60 | 150 |
| met2 | 15 | 4.22 | 447 |
| met1 | 197 | 4.40 | 595 |
| li1 | 214 | - | - |
==> metrics by stage <==
stage,instances,utilization [%],area [sq um],setup TNS [ns],power [uW]
after global placement,114,18.5,752,-0.00317,345
final,123,21.1,856,0,624
after detailed placement,114,18.5,752,-0.00233,347
after CTS,122,20.9,847,-0.0306,632
after global routing,123,21.1,856,-0.0649,659
after floorplan,53,-,581,0,322
==> worst max path at each step <==
stage         startpoint      to  slack [ns]  depth (start not counted)
CTS            buffer[5]  o_fail       -0.03                          6
global route   buffer[5]  o_fail       -0.06                          6
finish         buffer[5]  o_fail        0.03                          6
==> repair_timing <==
item,in CTS,in global routing
buffers inserted,4,1
pin swaps,2,1
resized,8,1
setup endpoints to repair,3,2
Power is estimated from default activity; no workload was simulated.
